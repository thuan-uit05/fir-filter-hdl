<file path="flow/run.sh">
#!/bin/bash
# OpenROAD 26Q1-2900-gdf79404cd8, Yosys 0.63+post, stock flow scripts
make -C /OpenROAD-flow-scripts/flow DESIGN_CONFIG=/design/flow/config.mk WORK_HOME=/design/flow/orfs finish
</file>
<file path="flow/config.mk">
export PLATFORM = sky130hd
export DESIGN_NAME = fir_system
export DESIGN_NICKNAME = fir_system
export VERILOG_FILES = /design/flow/design.v
export SDC_FILE = /design/flow/constraint.sdc
export NUM_CORES = 4
export LEC_CHECK = 1
export CORE_UTILIZATION = 40
</file>
<file path="flow/constraint.sdc">
current_design fir_system

set clk_period 6.0
set clk_io_pct 0.2

create_clock -name clk0 -period $clk_period [get_ports {clk}]

set non_clock_inputs [all_inputs -no_clocks]
set_input_delay [expr $clk_period * $clk_io_pct] -clock clk0 $non_clock_inputs
set_output_delay [expr $clk_period * $clk_io_pct] -clock clk0 [all_outputs]
</file>
<file path="flow/design.v">
	module FIR #(parameter N=4, DATA_WIDTH=16) (
		 input wire clk,
		 input wire rst,
		 input wire valid,
		 input wire [DATA_WIDTH-1:0] sample,
		 output reg [DATA_WIDTH-1:0] result,
		 input wire we_coeff,
		 input wire [3:0] addr_coeff,
		 input wire [DATA_WIDTH-1:0] data_coeff_i,
		 output reg [DATA_WIDTH-1:0] data_coeff_o
	);
		 reg signed [DATA_WIDTH-1:0] coeffs [0:N-1];
		 reg signed [DATA_WIDTH-1:0] samples [0:N-1];
		 reg signed [DATA_WIDTH*2-1:0] mult_stage [0:N-1];
		 reg signed [DATA_WIDTH*2-1:0] sum_stage [0:N-1];
		 integer i;
		 always @(posedge clk) begin
			  if (rst) begin
					for (i = 0; i < N; i = i + 1) begin
						 coeffs[i] <= 0;
						 samples[i] <= 0;
						 mult_stage[i] <= 0;
						 sum_stage[i] <= 0;
					end
					result <= 0;
					data_coeff_o <= 0;
			  end else begin
					if (we_coeff)
						 coeffs[addr_coeff] <= data_coeff_i;
					data_coeff_o <= coeffs[addr_coeff];
					if (valid) begin
						 for (i = N-1; i > 0; i = i - 1)
							  samples[i] <= samples[i-1];
						 samples[0] <= sample;
					end
					for (i = 0; i < N; i = i + 1)
						 mult_stage[i] <= coeffs[i] * samples[i];
					sum_stage[0] <= mult_stage[0] + mult_stage[1];
					sum_stage[1] <= mult_stage[2] + mult_stage[3];
					sum_stage[2] <= sum_stage[0] + sum_stage[1];
					result <= sum_stage[2][DATA_WIDTH-1:0];
			  end
		 end
	endmodule
module FIR_Master #(
    parameter N = 4,
    parameter DATA_WIDTH = 16
)(
    input wire clk,
    input wire rst,
    input wire [DATA_WIDTH-1:0] data_in,      
    input wire data_in_valid,                 
    output reg [DATA_WIDTH-1:0] data_out,     
    output reg data_out_valid,                
    output reg [3:0] adr_o,
    output reg [DATA_WIDTH-1:0] dat_o,
    input wire [DATA_WIDTH-1:0] dat_i,
    output reg we_o,
    output reg stb_o,
    output reg cyc_o,
    input wire ack_i
);
    reg [2:0] state;
    localparam IDLE        = 3'd0,
               LOAD_COEFF  = 3'd1,
               WAIT_INPUT  = 3'd2,
               SEND_SAMPLE = 3'd3,
               WAIT_RESULT = 3'd4,
               READ_RESULT = 3'd5;
    integer i;
    reg [DATA_WIDTH-1:0] coeffs [0:N-1];
    reg [1:0] wait_count;
    reg has_coeffs_loaded;
    initial begin
        coeffs[0] = 16'd1; coeffs[1] = 16'd2; 
        coeffs[2] = 16'd3; coeffs[3] = 16'd4;
    end
    always @(posedge clk or posedge rst) begin
        if (rst) begin
            state <= LOAD_COEFF;
            adr_o <= 0;
            dat_o <= 0;
            we_o <= 0;
            stb_o <= 0;
            cyc_o <= 0;
            data_out <= 0;
            data_out_valid <= 0;
            i <= 0;
            wait_count <= 0;
            has_coeffs_loaded <= 0;
        end else begin
            data_out_valid <= 0;  
            case (state)
                LOAD_COEFF: begin
                    if (!has_coeffs_loaded) begin
                        if (i < N) begin
                            adr_o <= i;
                            dat_o <= coeffs[i];
                            we_o <= 1;
                            stb_o <= 1;
                            cyc_o <= 1;
                            if (ack_i) begin
                                i <= i + 1;
                                stb_o <= 0;
                                cyc_o <= 0;
                                we_o <= 0;
                            end
                        end else begin
                            has_coeffs_loaded <= 1;
                            i <= 0;
                            state <= WAIT_INPUT;
                        end
                    end else begin
                        state <= WAIT_INPUT;
                    end
                end
                WAIT_INPUT: begin
                    if (data_in_valid) begin
                        dat_o <= data_in;  
                        state <= SEND_SAMPLE;
                    end
                end
                SEND_SAMPLE: begin
                    adr_o <= N;  
                    we_o <= 1;
                    stb_o <= 1;
                    cyc_o <= 1;
                    if (ack_i) begin
                        stb_o <= 0;
                        cyc_o <= 0;
                        we_o <= 0;
                        wait_count <= 3;  
                        state <= WAIT_RESULT;
                    end
                end
                WAIT_RESULT: begin
                    if (wait_count > 0) begin
                        wait_count <= wait_count - 1;
                    end else begin
								wait_count <= 10;  
                        state <= READ_RESULT;
                    end
                end
                READ_RESULT: begin
                    adr_o <= N + 1;  
                    we_o <= 0;
                    stb_o <= 1;
                    cyc_o <= 1;
                    if (ack_i) begin
                        data_out <= dat_i;  
                        data_out_valid <= 1;
                        stb_o <= 0;
                        cyc_o <= 0;
                        state <= WAIT_INPUT;  
                    end
                end
            endcase
        end
    end
endmodule
`timescale 1ns / 1ps
module fir_system #(
    parameter N = 4,
    parameter DATA_WIDTH = 16
)(
    input wire clk,
    input wire rst,
    input wire [DATA_WIDTH-1:0] data_in,    
    input wire data_in_valid,               
    output wire [DATA_WIDTH-1:0] data_out,  
    output wire data_out_valid              
);
    wire [3:0] adr;
    wire [DATA_WIDTH-1:0] dat_m2s;
    wire [DATA_WIDTH-1:0] dat_s2m;
    wire we;
    wire stb;
    wire cyc;
    wire ack;
    fir_wishbone #(
        .N(N),
        .DATA_WIDTH(DATA_WIDTH)
    ) fir_inst (
        .clk(clk),
        .rst(rst),
        .adr_i(adr),
        .dat_i(dat_m2s),
        .dat_o(dat_s2m),
        .we_i(we),
        .stb_i(stb),
        .cyc_i(cyc),
        .ack_o(ack)
    );
    FIR_Master #(
        .N(N),
        .DATA_WIDTH(DATA_WIDTH)
    ) master_inst (
        .clk(clk),
        .rst(rst),
        .data_in(data_in),
        .data_in_valid(data_in_valid),
        .data_out(data_out),
        .data_out_valid(data_out_valid),
        .adr_o(adr),
        .dat_o(dat_m2s),
        .dat_i(dat_s2m),
        .we_o(we),
        .stb_o(stb),
        .cyc_o(cyc),
        .ack_i(ack)
    );
endmodule
module fir_wishbone #(
    parameter N = 4,
    parameter DATA_WIDTH = 16
)(
    input  wire                  clk,
    input  wire                  rst,
    input  wire [3:0]            adr_i,
    input  wire [DATA_WIDTH-1:0] dat_i,
    output wire [DATA_WIDTH-1:0] dat_o,
    input  wire                  we_i,
    input  wire                  stb_i,
    input  wire                  cyc_i,
    output wire                  ack_o
);
    wire we_coeff;
    wire [3:0] addr_coeff;
    wire [DATA_WIDTH-1:0] data_coeff_i, data_coeff_o;
    wire valid;
    wire [DATA_WIDTH-1:0] sample, result;
    wishbone wb_inst (
        .clk_i(clk),
        .rst_i(rst),
        .adr_i(adr_i),
        .dat_i(dat_i),
        .dat_o(dat_o),
        .we_i(we_i),
        .stb_i(stb_i),
        .cyc_i(cyc_i),
        .ack_o(ack_o),
        .we_coeff(we_coeff),
        .addr_coeff(addr_coeff),
        .data_coeff_i(data_coeff_i),
        .data_coeff_o(data_coeff_o),
        .valid(valid),
        .sample(sample),
        .result(result)
    );
    FIR fir_inst (
        .clk(clk),
        .rst(rst),
        .valid(valid),
        .sample(sample),
        .result(result),
        .we_coeff(we_coeff),
        .addr_coeff(addr_coeff),
        .data_coeff_i(data_coeff_i),
        .data_coeff_o(data_coeff_o)
    );
endmodule
module wishbone #(parameter N=4, DATA_WIDTH=16) (
    input wire clk_i,
    input wire rst_i,
    input wire [3:0] adr_i,
    input wire [DATA_WIDTH-1:0] dat_i,
    output reg [DATA_WIDTH-1:0] dat_o,
    input wire we_i,
    input wire stb_i,
    input wire cyc_i,
    output reg ack_o,
    output reg we_coeff,
    output reg [3:0] addr_coeff,
    output reg [DATA_WIDTH-1:0] data_coeff_i,
    input wire [DATA_WIDTH-1:0] data_coeff_o,
    output reg valid,
    output reg [DATA_WIDTH-1:0] sample,
    input wire [DATA_WIDTH-1:0] result
);
always @(posedge clk_i or posedge rst_i) begin
    if (rst_i) begin
        ack_o <= 0;
        we_coeff <= 0;
        valid <= 0;
        addr_coeff <= 0;
        dat_o <= 0;
        sample <= 0;
    end else begin
        ack_o <= 0;
        we_coeff <= 0;
        valid <= 0;
        if (cyc_i && stb_i && !ack_o) begin
            ack_o <= 1;   
            addr_coeff <= adr_i;
            if (we_i) begin
                if (adr_i < N) begin
                    we_coeff <= 1;           
                    data_coeff_i <= dat_i;
                end else if (adr_i == N) begin
                    sample <= dat_i;         
                    valid <= 1;              
                end
            end else begin
                if (adr_i < N) begin
                    dat_o <= data_coeff_o;   
                end else if (adr_i == N + 1) begin
                    dat_o <= result;        
                end else begin
                    dat_o <= 0;              
                end
            end
        end
    end
end
endmodule
</file>
==> flow_metrics.tcl <==
# place-and-route summary
set metrics [dict create \
    antenna_found_initial 2 \
    drv_cap 0 \
    hpwl_um 61900 \
    fillers 7667 \
    place_inst 4404 \
    drtPass1Iterations 21 \
    finalHoldViolations 0 \
    total_power_mw 7.71 \
    postSynthSeqShare 0.290 \
    cp_cell_sequence "and2_1 > fa_1 > inv_1 > fa_1 > inv_1 > fa_1 > inv_1 > fa_1 > inv_1 > fa_1 > inv_1 > fa_1 > inv_1 > ha_1 > a21o_1 > a31o_2 > a21oi_1 > o211ai_1 > o211ai_1 > xnor2_1 > nor2_1" \
    setup_viol 0 \
    synth-cells-yosys 3372 \
    drt-total-wl_um 80000 \
    required_ps 6430 \
    cts_tree "yes" \
    die_h_um 288 \
    fp.dieW_um 288 \
    io_buffer_count 35 \
    period_minus_slack_ps 5520 \
    worstMarginPinSlew_ps 889 \
    synthArstFlopShare 0.287 \
    cts_hold_buf 0 \
    avgRoutedWirePerCell_um 17.8 \
    drive_gt1_frac 0.0639 \
    warnings 26 \
    cp_slowest_cell "edfxtp_1" \
    synth-area-yosys_um2 32700 \
    instances_no_fill 4489 \
    slew_viol_final 0 \
    grt_pass1_vias 22900 \
    yosysWarnings 6 \
    ir_drop_uv 233 \
    cts.htree.levels 2 \
    die-area_um2 82800 \
    synth-edff-count 80 \
    avgSynthCellArea_um2 9.68 \
    numCtsBuffers 46 \
    leakage_nw 16.6 \
    num_rows 104 \
    root_buffer "clkbuf_16" \
    power.density_nw_per_um2 215 \
    cp-end-kind "flip-flop" \
    critPathKind "reg -> reg" \
    gr-usage-all-layers 0.211 \
    rsz0062_at_grt "no" \
    flop_cell "dfxtp_1" \
    area_leaders "fa_1, dfxtp_1, ha_1" \
    clk_pin_slew_ps 60 \
    top_level_ports 36 \
    cts_sinks 404 \
    tns_ps 0 \
    ant_nets 0 \
    overflow 0 \
    areaGrowthSynthToFinish_pct 10.0 \
    post_cts_resized 0 \
    syn_inst 3372 \
    core_um2 80700 \
    yosysTopAreaCellShare 0.196 \
    fin_crit_sh 0.919 \
    worstPathArrival_ps 5950 \
    cts_buffer_depth 3 \
    drt_iter0_drc 1044 \
    startpoint_type "flip-flop" \
    yosysTopAreaCell "fa_1" \
    status "completed" \
    initCoreUtil 0.405 \
    globalplace.congestion 0.944 \
    grt_pass1_wl_um 128000 \
    post-route-drc-count 0 \
    synth_cell_types 79 \
    cts_setup_buffers 0 \
    finClkSkew_ps 21.7 \
    cp_max_fo 11 \
    synth_area_um2 32700 \
    vias 22000 \
    vias_per_cell 4.90 \
    clk-insertion-delay-late_ps 580 \
    grt_max_degree 67 \
    cp_slowest_stage_delay_ps 540 \
    relSlewSlack 0.406 \
    fmax_ghz 0.181 \
    numSynthFlops 404 \
    hp-class "reg -> reg" \
]
[layout by cell type, fill, tap and decap left out, drive strengths merged, types with 8 or more instances in the layout]
cell type / n
fa: 319
nor2b: 45
and3: 15
nor4: 12
o21a: 16
nor3: 19
clkinv: 9
dfrtp: 115
clkdlybuf4s50: 34
buf: 68
xnor2: 146
edfxtp: 80
a22oi: 16
dfxtp: 208
nand4: 11
nor3b: 8
mux2i: 64
a21o: 34
nand2: 378
and2: 338
xor2: 72
nand3: 15
a22o: 21
o21ai: 48
mux4: 16
a21oi: 77
nand2b: 13
or3: 10
ha: 292
mux2: 18
nor2: 224
o21bai: 15
clkbuf: 68
inv: 519
[power breakdown]
| group | switching, mW | internal [mW] |
|---|---|---|
| clock | 1.16 | 1.73 |
| sequential | 0.333 | 3.13 |
| combinational | 0.723 | 0.637 |
[registers in the layout (all words and copies together), names as in the netlist, 5 cells and up]
register,flops
fir_inst.fir_inst.coeffs,64
fir_inst.fir_inst.data_coeff_o,16
fir_inst.fir_inst.mult_stage,64
fir_inst.fir_inst.result,16
fir_inst.fir_inst.samples,64
fir_inst.fir_inst.sum_stage,48
fir_inst.wb_inst.dat_o,16
fir_inst.wb_inst.data_coeff_i,16
fir_inst.wb_inst.sample,16
master_inst.dat_o,16
master_inst.data_out,16
master_inst.i,32
master_inst.state,5
[cell type report]
| cell class | instances | area [um^2] | area share |
|---|---|---|---|
| clock buffer | 68 | 1390 | 0.0386 |
| antenna | 1 | 2.50 | 0.0000697 |
| timing repair buffer | 102 | 855 | 0.0238 |
| tap | 1060 | 1330 | 0.0369 |
| multi-input combinational | 2320 | 20700 | 0.577 |
| inverter | 518 | 1950 | 0.0543 |
| clock inverter | 16 | 198 | 0.00550 |
| sequential | 404 | 9470 | 0.264 |
[metal layers]
metal  vias up  track usage  part of all wire
met3       128       0.0783             0.089
met2       577        0.324              0.45
met4         2       0.0409             0.025
met5         -            0           0.00016
met1     10600        0.297              0.43
li1      10700            -                 -
[cell usage after synthesis (13+ instances only)]
cell,number
nor2_1,224
a21o_1,33
dfrtp_1,115
mux2i_1,64
edfxtp_1,80
mux4_2,16
nand3_1,15
nor2b_1,45
and3_1,14
ha_1,292
dfxtp_1,208
xor2_1,72
nor3_1,18
mux2_2,18
a22oi_1,16
o21ai_0,46
o21a_1,16
a22o_1,15
a21oi_1,77
clkbuf_1,118
inv_1,517
o21bai_1,14
xnor2_1,146
nand2_1,378
fa_1,319
nand2b_1,13
and2_1,338
[cell families after synthesis]
kind of cell / share of synthesized area
DFF: 0.290
adders and majority gates: 0.307
muxes: 0.0369
AOI/OAI and AO/OA: 0.0640
buffers and inverters: 0.0751
and+or+nand+nor: 0.165
xor gates and xnor gates: 0.0612
[through the flow]
stage | instance area [um^2] | util | setup WS (ps) | hold WS (ps)
finish | 35900 | 0.445 | 483 | 434
global route | 35900 | 0.445 | 178 | 442
CTS | 35900 | 0.445 | 483 | 432
detailed placement | 34300 | 0.426 | 481 | 424
global placement | 34300 | 0.426 | 513 | 418
floorplan | 32700 | - | 641 | 414
[final timing paths]
kind | cells after the start | to | slack (ps) | startpoint
max reg2reg | 21 | fir_inst.fir_inst.mult_stage[1][15]$_SDFF_PP0_ | 480 | fir_inst.fir_inst.coeffs[1][6]$_SDFFCE_PN0P_
min | 1 | fir_inst.fir_inst.result[1]$_SDFF_PP0_ | 430 | fir_inst.fir_inst.sum_stage[2][1]$_SDFF_PP0_
max in group asynchronous | 4 | master_inst.state[0]$_DFF_PP1_ | 3560 | rst
max | 21 | fir_inst.fir_inst.mult_stage[1][15]$_SDFF_PP0_ | 480 | fir_inst.fir_inst.coeffs[1][6]$_SDFFCE_PN0P_
min reg2reg | 1 | fir_inst.fir_inst.result[1]$_SDFF_PP0_ | 430 | fir_inst.fir_inst.sum_stage[2][1]$_SDFF_PP0_
min in group asynchronous | 2 | fir_inst.wb_inst.dat_o[3]$_DFFE_PP0P_ | 780 | rst
[worst max-delay path, delay by kind of cell, from the launching register on]
kind / cells / cell delay (ps)
fa+ha+maj: 7 / 3270
compound gates: 5 / 820
flops: 1 / 540
simple gates: 2 / 300
buf+inv: 6 / 290
xor+xnor: 1 / 150
