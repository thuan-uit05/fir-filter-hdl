[flow/config.mk]
export PLATFORM = sky130hd
export DESIGN_NAME = fir
export DESIGN_NICKNAME = fir
export VERILOG_FILES = /design/flow/design.v
export SDC_FILE = /design/flow/constraint.sdc
export NUM_CORES = 4
export LEC_CHECK = 1
export CORE_UTILIZATION = 30
[flow/constraint.sdc]
current_design fir

set clk_period 13.6
set clk_io_pct 0.2

create_clock -name clk0 -period $clk_period [get_ports {clk}]

set non_clock_inputs [all_inputs -no_clocks]
set_input_delay [expr $clk_period * $clk_io_pct] -clock clk0 $non_clock_inputs
set_output_delay [expr $clk_period * $clk_io_pct] -clock clk0 [all_outputs]
[flow/design.v]
module fir #(parameter N=4, DATA_WIDTH=16) (
    input wire clk,
    input wire rst,
    input wire valid,
    input wire [DATA_WIDTH-1:0] sample,
    output reg [DATA_WIDTH-1:0] result,
    input wire we_coeff,
    input wire [3:0] addr_coeff,
    input wire [DATA_WIDTH-1:0] data_coeff_i,
    output reg [DATA_WIDTH-1:0] data_coeff_o
);
    reg signed [DATA_WIDTH-1:0] coeffs [0:N-1];
    reg signed [DATA_WIDTH-1:0] samples [0:N-1];
    integer i;
    reg signed [DATA_WIDTH*2-1:0] acc;
    reg [1:0] state;
    localparam IDLE = 0;
    localparam SHIFT = 1;
    localparam CALC = 2;
    always @(posedge clk) begin
        if (rst) begin
            for (i = 0; i < N; i = i + 1) begin
                coeffs[i] <= 0;
                samples[i] <= 0;
            end
            data_coeff_o <= 0;
            result <= 0;
            state <= IDLE;
        end
        else begin
            data_coeff_o <= coeffs[addr_coeff];
            if (we_coeff) begin
                coeffs[addr_coeff] <= data_coeff_i;
            end
            case (state)
                IDLE: begin
                    if (valid) begin
                        state <= SHIFT;
                    end
                end
                SHIFT: begin
                    for (i = N-1; i > 0; i = i - 1) begin
                        samples[i] <= samples[i-1];
                    end
                    samples[0] <= sample;
                    state <= CALC;
                end
                CALC: begin
                    acc = 0;
                    for (i = 0; i < N; i = i + 1) begin
                        acc = acc + coeffs[i] * samples[i];
                    end
                    result <= acc[DATA_WIDTH-1:0];
                    state <= IDLE;
                end
            endcase
        end
    end
endmodule
[flow/run.sh]
#!/bin/bash
# OpenROAD 26Q1-2900-gdf79404cd8, Yosys 0.63+post, stock flow scripts
make -C /OpenROAD-flow-scripts/flow DESIGN_CONFIG=/design/flow/config.mk WORK_HOME=/design/flow/orfs finish
==> PnR_summary.wiki <==
== Metrics ==
{| class="wikitable"
! Metric !! Value
|-
| Count of buffers added by post-CTS timing repair for setup || 0
|-
| Final worst path period share || ~60%
|-
| Final slew viol count || 0
|-
| Max cap viols || 0
|-
| XOR/XNOR Fraction of Synth Area || 5.53%
|-
| Cell with the largest stage delay on the worst path || sky130_fd_sc_hd__edfxtp_1
|-
| Mean routed wirelength per cell || 19.0 µm
|-
| IR drop worst, VDD || 0.000116 V
|-
| Number of endpoints with negative hold slack in the final report || 0
|-
| Wire length of the first global-routing pass || 99,600 µm
|-
| Top cell by count, worst path || sky130_fd_sc_hd__fa_1
|-
| Vias/cell || 4.47
|-
| Reg2Reg Setup Slack || 5210 ps
|-
| DIE WIDTH || 278 µm
|-
| Multiplexer area fraction after synthesis || 4.92%
|-
| Total cells reported by yosys after synthesis || 2,350
|-
| Final setup violation count || 0
|-
| Iteration count of the initial detailed-routing pass || 5
|-
| Register clock-pin slew on the reported worst setup and hold paths || 80 ps
|-
| IO Pins || 72
|-
| Synth Register Bits || 163
|-
| Measured slew at the worst slew-check pin || 858 ps
|-
| Synthesized netlist cell count || 2,350
|-
| Crit path time final || 8390 ps
|-
| Sum Neg Setup Slack || 0 ps
|-
| Dominant kind of combinational cell || adder cells
|-
| Antenna Violating Nets Remaining || 0
|-
| Fmax || 119 MHz
|-
| Post-Place Worst Slack || 5240 ps
|-
| Post-route clock skew || ~21 ps
|-
| Number of buffers added on ports || a little under 70
|-
| Cell type with the largest total area after synthesis || sky130_fd_sc_hd__fa_1
|-
| Global route overflow || 0
|-
| FA/HA/MAJ Cells, Area Fraction || 45.4%
|-
| Area overhead of the layout relative to synthesis || 10.8%
|-
| Type of the worst setup path || flip-flop to flip-flop
|-
| H-Tree Level Count || 4
|-
| Via count of the first global-routing pass || 16,300
|-
| Critical path endpoint category || flip-flop
|-
| Chip area || 77,100 µm²
|-
| Number of hold-repair buffers added at the cts stage || 0
|-
| Largest net degree at the start of global routing || approximately 59
|-
| TritonCTS clock tree || done
|-
| Outcome || completed
|-
| Clock buffer count from CTS || 17
|-
| Required time at the worst-slack endpoint || 13,980 ps
|-
| Maximum single-stage delay on the critical path || 890 ps
|-
| Data arrival time at the worst-slack endpoint || 8780 ps
|-
| Area inside the core boundary || 74,800 µm²
|-
| Top fanout value on the critical path || 14
|-
| Total routing usage reported by global routing || a little under a fifth
|-
| Final critical-path setup slack || approximately 5200 ps
|-
| Unrepaired setup endpoints after global routing || no
|-
| Total via count after detailed routing || 15,000
|-
| CTS resizes || 0
|-
| Die height || between 200 and 300 µm
|-
| Worst slew margin relative to its limit || a little over two fifths
|-
| Syn avg cell area || roughly 9.7 µm²
|-
| Core Util at FP || 30.5%
|-
| Total number of warnings across the stage logs || 27
|-
| Sort of element at the start of the critical path || flip-flop
|-
| Number of distinct standard cells referenced by the synthesized netlist || 40
|-
| Class of the most critical hold timing path || flip-flop to flip-flop
|-
| AO/OA Area Share || less than 1%
|-
| Simple share || around 16%
|-
| Initial antenna violation count || 0
|-
| Residual DRC count || 0
|-
| Capture point of the worst reg-to-reg path || result[15]
|-
| Biggest area cells || sky130_fd_sc_hd__fa_1, sky130_fd_sc_hd__ha_1, sky130_fd_sc_hd__and2_1
|-
| Yosys chip area || 22,800 µm²
|-
| Worst R2R Start || coeffs[2][4]
|-
| Clock sink count || 163
|-
| Warnings from Yosys || 2
|-
| Sequential share of the synthesized area || ~17%
|-
| Area fraction of the dominant cell type after synthesis || between 30% and 40%
|-
| Half-perimeter wire length after placement || 51,100 µm
|-
| Area of the mapped netlist || between 20,000 and 25,000 µm²
|-
| Gpl congestion || 0.966
|-
| Iteration-0 DRC count of the detailed router || 615
|-
| Root Buffer Master || sky130_fd_sc_hd__clkbuf_16
|-
| Maximum clock insertion buffer count || 2
|-
| Start point of the worst min-delay path || state[0]
|-
| Worst R2R Path Depth || 25
|-
| Proportion of layout cells with a drive suffix above 1 || around 4.3%
|-
| Total number of placement rows || 100
|-
| Leakage power figure || about 12 nW
|-
| Latest clock arrival within the worst-skew pair || approximately 500 ps
|-
| Final Routed Wirelength || 63,700 µm
|-
| Power density over the cells || 59.1 nW/µm²
|-
| Number of stages on the worst hold path || 2
|-
| End point of the worst hold path || state[2]
|}
## placed cells by master (no fill, tap or decap), types with 8 or more instances in the layout
cell	count
sky130_fd_sc_hd__inv_1	508
sky130_fd_sc_hd__fa_1	390
sky130_fd_sc_hd__and2_1	334
sky130_fd_sc_hd__nand2_1	268
sky130_fd_sc_hd__ha_1	204
sky130_fd_sc_hd__xnor2_1	111
sky130_fd_sc_hd__dfxtp_1	98
sky130_fd_sc_hd__nor2_1	83
sky130_fd_sc_hd__mux2i_1	76
sky130_fd_sc_hd__clkdlybuf4s50_1	68
sky130_fd_sc_hd__edfxtp_1	64
sky130_fd_sc_hd__buf_4	43
sky130_fd_sc_hd__xor2_1	24
sky130_fd_sc_hd__nor2b_1	20
sky130_fd_sc_hd__clkbuf_16	17
sky130_fd_sc_hd__mux4_2	16
sky130_fd_sc_hd__a21oi_1	8
## flip-flops by register name, summed over array words and instances (netlist names)
name          cells
data_coeff_o     16
result           16
samples          64
state             3
coeffs           64
## cells in the mapped netlist
cell type and instances:
sky130_fd_sc_hd__clkbuf_1 84, sky130_fd_sc_hd__ha_1 204, sky130_fd_sc_hd__inv_1 508, sky130_fd_sc_hd__a21o_1 3, sky130_fd_sc_hd__and2_1 334, sky130_fd_sc_hd__xnor3_1 2
sky130_fd_sc_hd__nand2_1 268, sky130_fd_sc_hd__nor3b_1 2, sky130_fd_sc_hd__a21oi_1 8, sky130_fd_sc_hd__a31o_2 1, sky130_fd_sc_hd__nor2b_2 1, sky130_fd_sc_hd__o22ai_1 1
sky130_fd_sc_hd__o21a_1 2, sky130_fd_sc_hd__a31oi_1 1, sky130_fd_sc_hd__o21ai_1 2, sky130_fd_sc_hd__o21bai_1 4, sky130_fd_sc_hd__mux4_2 16, sky130_fd_sc_hd__xor2_1 24
sky130_fd_sc_hd__xnor2_1 111, sky130_fd_sc_hd__edfxtp_1 64, sky130_fd_sc_hd__a221o_1 1, sky130_fd_sc_hd__o21ai_0 2, sky130_fd_sc_hd__and2_2 5, sky130_fd_sc_hd__nor2b_1 20
sky130_fd_sc_hd__xnor2_2 2, sky130_fd_sc_hd__buf_1 4, sky130_fd_sc_hd__buf_2 12, sky130_fd_sc_hd__nor2_1 83, sky130_fd_sc_hd__a211o_1 1, sky130_fd_sc_hd__a211oi_1 1
sky130_fd_sc_hd__mux2i_1 76, sky130_fd_sc_hd__nor3_1 1, sky130_fd_sc_hd__dfxtp_1 99, sky130_fd_sc_hd__fa_1 390, sky130_fd_sc_hd__nand3b_1 1, sky130_fd_sc_hd__or2_1 3
sky130_fd_sc_hd__nand2b_1 5, sky130_fd_sc_hd__nand2_2 2, sky130_fd_sc_hd__a2111oi_0 1, sky130_fd_sc_hd__nand4_1 1
## where the power goes
group	internal [mW]	switching [mW]	leakage [nW]	total, mW
combinational	0.165	0.210	10.0	0.374
sequential	0.533	0.0603	1.43	0.594
clock	0.252	0.272	0.300	0.524
## through the flow
step | power (mW) | hold slack, ps | std cells | area (µm²) | utilization, %
2_1_floorplan | 0.817 | 407 | 2350 | 22800 | -
3_3_place_gp | 0.980 | 426 | 3330 | 24600 | 32.9
3_5_place_dp | 0.981 | 429 | 3330 | 24600 | 32.9
4_1_cts | 1.51 | 440 | 3362 | 25200 | 33.7
5_1_grt | 1.58 | 469 | 3362 | 25200 | 33.7
6_report | 1.49 | 436 | 3363 | 25300 | 33.7
## logic make-up (layout without fill, tap and decap cells)
family,Yosys count,count (layout)
AOI/OAI and AO/OA,28,28
other,0,1
muxes,92,92
xor gates and xnor gates,139,139
DFF,163,163
buffers and inverters,608,651
adders and majority gates,594,594
and+or+nand+nor,726,726
## metal layers
metal / up-vias / GRT usage, % / part of all wire (%)
li1: 6995 / - / -
met1: 7457 / 24.0 / 41
met3: 103 / 6.51 / 8.1
met5: - / 0 / 0
met4: 0 / 5.13 / 3.7
met2: 483 / 29.0 / 47
## worst max-delay path, delay by kind of cell (launching register included)
family,cells,cell delay (ps)
xor+xnor,8,1940
compound gates,1,70
simple gates,1,240
flops,1,890
fa+ha+maj,10,4910
buf+inv,5,270
## worst max path at each step
stage / slack [ps] / to / from
after CTS: 5210 / result[15] / coeffs[2][3]
after global routing: 4800 / result[15] / coeffs[2][3]
final: 5210 / result[15] / coeffs[2][4]
## area by class of cell
type / instances / area (µm²)
Multi-Input combinational cell: 1579 / 16600
Timing Repair Buffer: 111 / 1000
Inverter: 508 / 1910
Fill cell: 7619 / 49600
Tap cell: 969 / 1210
Clock buffer: 17 / 425
Antenna cell: 1 / 2.50
Sequential cell: 163 / 3910
Clock inverter: 15 / 194
Power figures rest on the tool's default switching activity, not on a simulated workload.
